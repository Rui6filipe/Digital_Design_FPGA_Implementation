<file path="run.sh">
#!/bin/bash
# OpenROAD 26Q1-2900-gdf79404cd8, Yosys 0.63+post, stock flow scripts
make -C /OpenROAD-flow-scripts/flow DESIGN_CONFIG=/design/flow/config.mk WORK_HOME=/design/flow/orfs finish
</file>
<file path="config.mk">
export PLATFORM = sky130hd
export DESIGN_NAME = Project
export DESIGN_NICKNAME = Project
export VERILOG_FILES = /design/flow/design.v
export SDC_FILE = /design/flow/constraint.sdc
export NUM_CORES = 4
export LEC_CHECK = 1
export CORE_AREA = 10 10 70 70
export DIE_AREA = 0 0 80 80
</file>
<file path="constraint.sdc">
current_design Project

set clk_period 1.9
set clk_io_pct 0.2

create_clock -name clk0 -period $clk_period [get_ports {clk}]

set non_clock_inputs [all_inputs -no_clocks]
set_input_delay [expr $clk_period * $clk_io_pct] -clock clk0 $non_clock_inputs
set_output_delay [expr $clk_period * $clk_io_pct] -clock clk0 [all_outputs]
</file>
<file path="design.v">
`timescale 1ns / 1ps
module MooreMachine(input logic clk,
                    input logic reset,
                    input logic go,
                    output logic sel,
                    output logic load,
                    output logic ok,
                    output logic clear);
    typedef enum logic [2:0] {S0, S1, S2, S3, S4} statetype;
    statetype state, nextstate;
    always_ff @(posedge clk, posedge reset)
     if (reset) state <= S0;
     else state <= nextstate;
    always_comb
     case (state)
         S0: if (go) nextstate = S1;
            else nextstate = S0;
         S1: nextstate = S2;
         S2: nextstate = S3;
         S3: nextstate = S4;
         S4: if (go) nextstate = S4;
            else nextstate = S0;
         default: nextstate = S0;
     endcase
    assign clear = (state == S0);
    assign ok = (state == S4);
    assign load = (state == S1 | state == S2 | state == S3);
    assign sel = (state == S1);
endmodule
module mux(input logic [1:0] a0, a1, b0, b1, 
           input logic sel,
           output logic [1:0] s0, s1);
    assign s0 = sel ? a0 : b0;
    assign s1 = sel ? a1 : b1;
endmodule
module add4(input logic a0, a1,     
            input logic [2:0] b,    
            output logic [3:0] sum);
    logic [1:0] a;                  
    always_comb begin
        a = {a1, a0};                 
        sum = a + b;              
    end
endmodule
module register_4bit(input logic clk,    
                     input logic clear,   
                     input logic load,   
                     input logic [3:0] d,      
                     output logic [3:0] q);    
    always_ff @(posedge clk) begin
        if (clear)
            q <= 4'b0000;   
        else if (load)
            q <= d;         
    end
endmodule
module comparator(input logic [3:0] c,
                  output logic gt5);
    always_comb begin
        if (c > 4'b0101)
            gt5 = 1'b1;
        else
            gt5 = 1'b0;
    end 
endmodule
module f(input logic d,
         input logic ok,
         input logic clk,
         output logic alarm);
    always_ff @(posedge clk)
        if (ok) alarm <= d;
endmodule
module Project(input logic clk, reset, go,         
               input logic [1:0] a0, a1, b0, b1,   
               output logic alarm);                
    logic sel, load, ok, clear;
    logic [1:0] s0, s1;  
    logic [3:0] sum, q;  
    logic gt5;           
    MooreMachine control(
        .clk(clk),
        .reset(reset),
        .go(go),
        .sel(sel),
        .load(load),
        .ok(ok),
        .clear(clear));
    mux mux_inst(
        .a0(a0), 
        .a1(a1), 
        .b0(b0), 
        .b1(b1),
        .sel(sel),
        .s0(s0), 
        .s1(s1));
    add4 add_inst(
        .a0(s0), 
        .a1(s1),
        .b(q[2:0]),  
        .sum(sum));
    register_4bit reg_inst(
        .clk(clk),
        .clear(clear),
        .load(load),
        .d(sum),
        .q(q));
    comparator comp_inst(
        .c(q),  
        .gt5(gt5));
    f f_inst(
        .d(gt5),
        .ok(ok),
        .clk(clk),
        .alarm(alarm));
endmodule
</file>
==> run notes <==
- outcome: complete, no violations
- vertical die dimension: 80 um
- synthesis area per yosys: 432 sq um
- Residual DRC: 0
- worst-case setup margin in the final layout: 0.0401 ns
- Detailed Routing Iterations Pass 1: 2
- final estimated routing congestion in global placement: 0.754
- Pwr per Cell Area: 1060 nW/um^2
- count of vias placed by the detailed router: 288
- largest net degree at the start of global routing: 8
- fraction of layout cells with a size suffix above 1: 18.8%
- most frequent cells in the layout: sky130_fd_sc_hd__clkdlybuf4s50_1 (7), sky130_fd_sc_hd__inv_1 (5), sky130_fd_sc_hd__dfrtp_1 (4), sky130_fd_sc_hd__dfxtp_1 (4)
- slew of the pin with the lowest slew margin: 0.318 ns
- category of cells accounting for the largest share of critical-path delay: adder cells
- fp_density: 12.6%
- hold buffer count at cts: 0
- number of cell instances on the worst register-to-register path: 6
- cells traversed along the worst timing path: clkdlybuf4s50_1 -> mux2_2 -> ha_2 -> inv_1 -> fa_1 -> or3_1 -> a21oi_1
- setup TNS: 0 ns
- maximum capacitance violations: 0
- largest buffer count on any clock path: 2
- Skew-Pair Late Insertion Delay: 0.26 ns
- final hold slack: 0.308 ns
- Registers, synthesis: 10
- minimum setup slack among reg-to-reg paths: 0.17 ns
- Unique masters post-synth: 20
- number of antenna violations at the first check in global routing: 0
- cell with the largest stage delay on the worst path: sky130_fd_sc_hd__clkdlybuf4s50_1
- Internal Dissipation: 467 uW
- CP Capture Type: flip-flop
- global-route wire length before repair: 1210 um
- post-DR vias/cell: 3.06
- per-cell routed wire length: 8.62 um
- CP Data Arrival Time: 2.06 ns
- relative contribution of combinational cells to total power: 23.9%
- clock buffers created by TritonCTS: 3
- proportion of synthesized chip area in sequential cells: 54.8%
- layout overhead on the synthesized area: 40.3%
- diode insertion count for antenna repair: 0
- critical path start-end classification: primary input to flip-flop
- vias in the first global route: 270
- post-synthesis instance area: 432 sq um
- leakage power total: 0.000263 uW
- maximum level of the CTS H-tree: 1
- Num Clock Sinks: 10
- final critical path time including I/O delays and setup: 1.86 ns
- Syn Inst Count: 36
- total wirelength of the detailed-routed design: 810 um
- root buffer cell: sky130_fd_sc_hd__clkbuf_4
- clock power share: 29.3%
- IR Drop Worst-Case VDD: 0.000246 V
- ratio of final minimum period to clock period: 97.9%
- start of the worst register-to-register path: control.state[3]
- Tool Warnings: 29
- total congestion overflow after global routing: 0
- final hold violation count: 0
- clock tree from TritonCTS: yes
- RR Endpoint: reg_inst.q[2]
- count of buffer and inverter cells on the critical path: 2
- Switching Power: 177 uW
- die width: 80 um
- Fin Clk Skew: 0.00362 ns
- Max Slew Vio Count: 0
- CP peak stage delay: 0.47 ns
- achievable frequency: 538 MHz
- number of failing setup endpoints in the final timing report: 0
- sequential share of power: 46.8%
- Overall Power: 645 uW
- sort of element at the start of the critical path: primary input
- most common cell after layout, fill and taps aside: sky130_fd_sc_hd__clkdlybuf4s50_1
- mean instance size in the synthesized netlist: 12.0 sq um
- Row Count: 21
- total global-route track usage: 2.50%
- number of buffer cells added on primary ports: 7
- class of the most critical hold timing path: primary input to asynchronous set/reset pin
- placeable core region: 3420 sq um
- CP Data Required Time: 2.10 ns
- Ys Warns: 7
- net switching share of the total power: 27.5%
- 1st-iter DRT viols: 26
- Yosys Instances: 36
- clock transition at the registers of the reported paths: 0.07 ns
- worst relative slew slack: 78.7%
- area enclosed by the die boundary: 6400 sq um
- Max Fanout on Critical Path: 2
- ports placed on the boundary: 12
- number of antenna-violating nets in the routed design: 0
- Post-Place Worst Slack: -0.250 ns
==> power groups by stage <==
stage                 Sequential (uW)  Clock (uW)  Combinational, uW
after global routing              309         205                178
after CTS                         302         196                154
final                             302         189                154
==> layer usage <==
metal / vias up / global-route usage, % / routed length, um
li1: 146 / - / -
met1: 137 / 2.72 / 336
met2: 5 / 3.85 / 397
met3: 0 / 2.05 / 75
met4: 0 / 0.176 / 0
met5: - / 0 / 0
==> cell type report <==
type,instances,area (sq um)
repair buffers,8,77.6
flip-flops and latches,10,236
inverters,5,18.8
well taps,46,57.6
clock buffers,4,36.3
multi-input cells,21,179
fillers,382,2810
==> cell usage after synthesis <==
| master | n | area, sq um |
|---|---|---|
| sky130_fd_sc_hd__edfxtp_1 | 1 | 30.0 |
| sky130_fd_sc_hd__o21ai_0 | 1 | 5.00 |
| sky130_fd_sc_hd__a21oi_1 | 2 | 10.0 |
| sky130_fd_sc_hd__a211oi_1 | 1 | 7.51 |
| sky130_fd_sc_hd__inv_1 | 5 | 18.8 |
| sky130_fd_sc_hd__fa_1 | 1 | 20.0 |
| sky130_fd_sc_hd__and2_1 | 1 | 6.26 |
| sky130_fd_sc_hd__dfxtp_1 | 4 | 80.1 |
| sky130_fd_sc_hd__nor2_1 | 3 | 11.3 |
| sky130_fd_sc_hd__o41ai_1 | 1 | 8.76 |
| sky130_fd_sc_hd__or3_1 | 1 | 6.26 |
| sky130_fd_sc_hd__dfrtp_1 | 4 | 100 |
| sky130_fd_sc_hd__dfstp_2 | 1 | 26.3 |
| sky130_fd_sc_hd__nor2b_1 | 1 | 6.26 |
| sky130_fd_sc_hd__nor3_4 | 1 | 16.3 |
| sky130_fd_sc_hd__a21o_1 | 2 | 15.0 |
| sky130_fd_sc_hd__nand3b_1 | 1 | 7.51 |
| sky130_fd_sc_hd__ha_1 | 2 | 25.0 |
| sky130_fd_sc_hd__mux2_2 | 1 | 11.3 |
| sky130_fd_sc_hd__mux2i_1 | 2 | 20.0 |
==> flip-flops by register name, indices dropped and copies added, names as in the netlist <==
register       flops
f_inst.alarm       1
reg_inst.q         4
control.state      5
==> metrics by stage <==
step	cell area (sq um)	instances	util, %
3_3_place_gp	567	90	16.6
5_1_grt	606	94	17.7
4_1_cts	603	94	17.7
2_1_floorplan	432	36	-
3_5_place_dp	567	90	16.6
6_report	606	94	17.7
==> what timing repair did <==
action / CTS / global route
gates resized: 0 / 1
setup endpoints to repair: 0 / 2
setup buffers: 0 / 0
==> cell families after synthesis <==
| family | count (synthesis) | share of synthesized area, % |
|---|---|---|
| DFF | 10 | 54.8 |
| and+or+nand+nor | 8 | 12.5 |
| AOI/OAI and AO/OA | 7 | 10.7 |
| buffers and inverters | 5 | 4.35 |
| muxes | 3 | 7.25 |
| adders and majority gates | 3 | 10.4 |
==> how the worst max path moves through the flow <==
stage | slack, ns | startpoint | endpoint | cells past startpoint
after CTS | 0.03 | b0[0] | reg_inst.q[1] | 7
after global routing | -0.02 | b0[0] | reg_inst.q[2] | 7
final | 0.04 | b0[0] | reg_inst.q[2] | 7
Power figures rest on the tool's default switching activity, not on a simulated workload.
